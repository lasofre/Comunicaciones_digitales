`flow/config.mk`:
```
export PLATFORM = sky130hd
export DESIGN_NAME = sumador_fixed
export DESIGN_NICKNAME = sumador_fixed
export VERILOG_FILES = /design/flow/design.v
export SDC_FILE = /design/flow/constraint.sdc
export NUM_CORES = 4
export LEC_CHECK = 1
export CORE_AREA = 10 10 74 74
export DIE_AREA = 0 0 84 84
```
`flow/constraint.sdc`:
```
current_design sumador_fixed

set clk_period 17.2
set clk_io_pct 0.2

create_clock -name clk0 -period $clk_period

set non_clock_inputs [all_inputs -no_clocks]
set_input_delay [expr $clk_period * $clk_io_pct] -clock clk0 $non_clock_inputs
set_output_delay [expr $clk_period * $clk_io_pct] -clock clk0 [all_outputs]
```
`flow/design.v`:
```
module sumador_fixed 
#(
    parameter NBA  =16, parameter  NBFA  =14,  
    parameter NBB  =12, parameter  NBFB  =11,  
    parameter NBS1 =11,  parameter NBFS1 =10,  
    parameter NBS2 =9 ,  parameter NBFS2 =8    
)
(
    input signed   [NBA-1:0]  i_saa_aa,               
    input signed   [NBB-1:0]  i_sbb_bb,               
    output signed  [NBA:0]    o_sxx_xx_full,          
    output signed  [NBS1-1:0] o_s11_11_over_trunc,    
    output signed  [NBS1-1:0] o_s11_11_satu_trunc,    
    output signed  [NBS2-1:0] o_s22_22_satu_round     
);
localparam NEA   =  NBA  - NBFA;
localparam NEB   =  NBB  - NBFB;
localparam NES1  =  NBS1 - NBFS1;
localparam NES2  =  NBS2 - NBFS2;
localparam DOT   =  NEA-NBFA-1;
localparam DEAB  =  NEA  - NEB;
localparam DFAB  =  NBFA - NBFB;
wire signed [NBA  :0] s_full;
wire signed [NBA-1:0] s_aj_sbb_bb;
wire signed [NBS1 :0] s_trunc_sat;
wire signed [NBS2  :0] s_s22_22;
wire signed [NBS2+1:0] s_s22_22_round;
wire signed [NBS2-1:0]  s_s22_22_round_satu;
assign s_aj_sbb_bb = {{DEAB{i_sbb_bb[NBB-1]}},i_sbb_bb,{DFAB{1'b0}}}; 
assign s_full = i_saa_aa + s_aj_sbb_bb;  
assign s_trunc_sat = &s_full[NBA : NEA-DOT-NES1] || ~|s_full[NBA : NEA-DOT-NES1] ? s_full[NEA-DOT-NES1 -: NBS1]:
                     &s_full[NBA]                                                ? {1'b1,{10{1'b0}}} : 
                                                                                   {1'b0,{10{1'b1}}} ; 
assign s_s22_22 = s_full[NEA-DOT-NES2 -:NBS2+1];
assign s_s22_22_round = s_s22_22 + 1'b1;
assign s_s22_22_round_satu = &s_s22_22_round[NBS2+1:NBS2] || ~|s_s22_22_round[NBS2+1:NBS2] ? s_s22_22_round[NBS2:1] :
                             &s_s22_22_round[NBS2+1]                            ? {1'b1,{NBFS2{1'b0}}} : 
                                                                              {1'b0,{NBFS2{1'b1}}} ; 
assign o_sxx_xx_full = s_full;
assign o_s11_11_over_trunc = s_full[NEA-DOT-NES1 -: NBS1];
assign o_s11_11_satu_trunc = s_trunc_sat;
assign o_s22_22_satu_round = s_s22_22_round_satu;
endmodule
```
`flow/run.sh`:
```
#!/bin/bash
# OpenROAD 26Q1-2900-gdf79404cd8, Yosys 0.63+post, stock flow scripts
make -C /OpenROAD-flow-scripts/flow DESIGN_CONFIG=/design/flow/config.mk WORK_HOME=/design/flow/orfs finish
```
==> results.yml <==
# physical design summary
timing:
  worst_max_slew_margin_expressed_relative_to_the_limit_pct: 58.0
  rsz0062_at_grt: "no"
  maxSlewViolCount: 0
  postLayoutSetupSlackWorst_ns: 6.84
  finalSetupViolations: 0
  tightestPinTransition_ns: 0.626
  post-route-min-period_ns: 10.36
  fin_crit_sh_pct: 60.3
  fmaxAchievable_mhz: 96.5
  fin_hold_ws_ns: 6.88
  totalNegativeSetupSlack_ns: 0
  final_hold_violation_tally: 0
yosys:
  yosys.area.top_type: "sky130_fd_sc_hd__ha_1"
  synth.top_cell.area_share_pct: 14.5
  ys_seq_share_pct: 0
  netlist_instances: 170
  avgSynthCellArea_um2: 7.10
  yosysUniqueCellTypes: 44
  synth_area_um2: 1210
  synth_stat.cells: 170
  top_cells_by_count: "sky130_fd_sc_hd__buf_4, sky130_fd_sc_hd__ha_1, sky130_fd_sc_hd__nand3_1"
  synth_chip_area_um2: 1210
  area_leaders: "sky130_fd_sc_hd__ha_1, sky130_fd_sc_hd__buf_4, sky130_fd_sc_hd__nand3_1"
  synth-warning-count: 0
routing:
  detail_route.first_pass.iterations: 4
  post-route-drc-count: 0
  route.detailed.vias_per_inst: 4.93
  detail_route.antenna_diodes: 0
  route.final.wire_length_um: 3840
  routed-via-count: 1350
  average_wire_length_per_cell_after_detail_routing_um: 14.0
  drt_iter0_markers: 39
  drt.antenna.violating_nets: 0
placement:
  hpwlAfterDp_um: 3420
  dp_worst_setup_slack_ns: 6.85
  io_buffer_count: 70
  dpl_cell_area_um2: 1860
  globalplace.congestion: 0.809
  placed_cells_incl_taps: 274
final_layout:
  final_util_pct: 46.7
  drive_above_1_share_pct: 7.14
  post-route-cell-area_um2: 1860
  n_fill_cell: 392
  layout.clock_buffers: 0
  ff_count: 0
  seq_area_um2: 0
  instances_no_fill: 274
  final-comb-area_um2: 1040
  area.growth.synth_to_final_pct: 53.7
floorplan:
  floorplan.io_pins: 76
  die-height_um: 84
  die_w_um: 84
  row_count: 23
  initial_core_util_pct: 30.4
  core_region_area_um2: 3970
  die_ar_um2: 7060
grt:
  first_pass_grt_wire_length_um: 6220
  grt_antenna_before_repair: 0
  pin_count_of_the_biggest_net_entering_global_routing: 16
  grt_overflow: 0
  global_route.usage.total_pct: 10.0
  grt_pass1_vias: 1291
clock_network:
  cts_setup_buffers: 0
  cts_resized: 0
  cts_hold_repair.buffers: 0
job:
  warnings: 32
  drv.max_cap_violation_count: 0
setup_path:
  critical_path.endpoint_type: "output port"
  cp-start-kind: "input pin"
  cp.required_ns: 13.76
  cp_data_arrival_time_ns: 6.92
  worst-setup-path-type: "input pin to output port"
  crit_path_max_fanout: 6
run_status:
  run_status: "finished, final reports clean"
power_and_ir_drop:
  power_total_uw: 112
  power_density_nw_per_um2: 60.1
  vdd.ir_drop.worst_mv: 0.0191
  power_leakage_nw: 0.760
min_path:
  worst_hold_check_path_type: "input pin to output port"
cell families (layout without fill, tap and decap cells):
group / count (synthesis) / in the layout / share of synthesized area, %
AND/OR/NAND/NOR: 52 / 52 / 23.4
AND-OR/OR-AND: 62 / 62 / 36.4
buffers and inverters: 29 / 83 / 13.6
multiplexers: 1 / 1 / 1.24
adder cells (fa/ha/maj): 15 / 15 / 16.2
XOR/XNOR: 11 / 11 / 9.22
placed cells by master (no fill, tap or decap), drive strengths merged:
| master | count |
|---|---|
| mux2 | 1 |
| nor2 | 8 |
| a221oi | 1 |
| a21o | 7 |
| o2111a | 1 |
| o22ai | 2 |
| ha | 14 |
| o221ai | 1 |
| a211o | 3 |
| and3 | 5 |
| a221o | 1 |
| nor3 | 5 |
| o211ai | 6 |
| inv | 13 |
| fa | 1 |
| o31a | 3 |
| a2111oi | 2 |
| a2bb2oi | 2 |
| nand3 | 15 |
| o21ai | 15 |
| or3 | 1 |
| nand2b | 4 |
| a211oi | 2 |
| xor2 | 3 |
| xnor2 | 8 |
| nor4 | 1 |
| and2 | 3 |
| o2111ai | 1 |
| nand2 | 6 |
| a21oi | 15 |
| nor2b | 4 |
| clkdlybuf4s50 | 70 |
final cells by class:
cell class | count | area share, %
Tap cell | 50 | 3.37
Inverter | 13 | 2.63
Timing Repair Buffer | 70 | 37.8
Multi-Input combinational cell | 141 | 56.2
power breakdown:
part / leakage (nW) / switching (mW) / internal, mW
Sequential: 0 / 0 / 0
Combinational: 0.760 / 0.0448 / 0.0668
Clock: 0 / 0 / 0
worst max-delay path: stages:
cell and delay, ns:
sky130_fd_sc_hd__clkdlybuf4s50_1 0.40, sky130_fd_sc_hd__ha_1 0.26, sky130_fd_sc_hd__fa_1 0.43, sky130_fd_sc_hd__a21o_1 0.24, sky130_fd_sc_hd__a221oi_2 0.39, sky130_fd_sc_hd__xnor2_1 0.36, sky130_fd_sc_hd__and2_4 0.29, sky130_fd_sc_hd__and3_4 0.21
sky130_fd_sc_hd__mux2_4 0.30, sky130_fd_sc_hd__a21oi_2 0.12, sky130_fd_sc_hd__clkdlybuf4s50_1 0.47
final timing paths:
check   startpoint                endpoint  depth (start not counted)
max    i_saa_aa[3]  o_s22_22_satu_round[6]                         11
min    i_saa_aa[0]        o_sxx_xx_full[0]                          0
per-layer routing:
layer | part of all wire [%] | vias up | GRT usage [%]
li1 | - | 739 | -
met1 | 47 | 578 | 12.6
met2 | 48 | 33 | 18.2
met3 | 5.2 | 0 | 1.67
met4 | 0 | 0 | 0.152
met5 | 0 | - | 0
No activity file was given, so power comes from the tool's default toggle rates.
